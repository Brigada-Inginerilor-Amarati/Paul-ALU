`flow/config.mk`:
```
export PLATFORM = sky130hd
export DESIGN_NAME = adder_rca
export DESIGN_NICKNAME = adder_rca
export VERILOG_FILES = /design/flow/design.v
export SDC_FILE = /design/flow/constraint.sdc
export NUM_CORES = 4
export LEC_CHECK = 1
export CORE_AREA = 10 10 70 70
export DIE_AREA = 0 0 80 80
```
`flow/constraint.sdc`:
```
current_design adder_rca

set clk_period 3.9
set clk_io_pct 0.2

create_clock -name clk0 -period $clk_period

set non_clock_inputs [all_inputs -no_clocks]
set_input_delay [expr $clk_period * $clk_io_pct] -clock clk0 $non_clock_inputs
set_output_delay [expr $clk_period * $clk_io_pct] -clock clk0 [all_outputs]
```
`flow/design.v`:
```
module fac (
    input  wire x,
    input  wire y,
    input  wire carry_in,
    output wire carry_out,
    output wire sum
);
    assign sum = x ^ y ^ carry_in;
    assign carry_out = (x & y) | (x & carry_in) | (y & carry_in);
endmodule
module adder_rca #(
    parameter w = 9
) (
    input wire [w - 1 : 0] x,
    input wire [w - 1 : 0] y,
    input wire carry_in,   
    output wire [w - 1 : 0] sum,
    output wire carry_out
);
    wire [w : 0] carry;
    wire [w - 1 : 0] y_xor;
    assign carry[0] = carry_in;
    assign y_xor = y ^ {w{carry_in}};
    genvar i;
    generate
        for (i = 0; i < w; i = i + 1) begin : vect
            fac fac_inst (
                .x(x[i]),
                .y(y_xor[i]),
                .carry_in(carry[i]),
                .sum(sum[i]),
                .carry_out(carry[i+1])
            );
        end
    endgenerate
    assign carry_out = carry[w];
endmodule
```
`flow/run.sh`:
```
#!/bin/bash
# OpenROAD 26Q1-2900-gdf79404cd8, Yosys 0.63+post, stock flow scripts
make -C /OpenROAD-flow-scripts/flow DESIGN_CONFIG=/design/flow/config.mk WORK_HOME=/design/flow/orfs finish
```
==> changes_impl.md <==
## Flow update

- Final Cycle Share: 1.203
- Drt drc: 0
- FF/Latch Area: 0 sq um
- Die Width: 80 um
- Seq share, synth: 0
- Final setup violation count: 4
- Hpwl dp: 968.9 um
- Placer Congestion: 0.7033
- Die height: 80 um
- Crit path max fanout: 1
- Pwr per Cell Area: 160.6 nW/um^2
- Top cells by area: fa_1 42%, buf_4 18%, inv_1 14%
- Cell Area, Placed: 705.7 sq um
- Cell with the most instances after synthesis: inv_1
- Total global-route track usage: 0.03343
- Yosys Instances: 42
- Core area: 3416 sq um
- Gr ovfl total: 0
- Flops: 0
- Via-to-Cell Ratio: 2.649
- Tool warnings: 35
- Top cell area share: 0.4197
- Initial DRC count: 6
- Post-Syn Area per Cell: 9.086 sq um
- Crit start category: input port
- CP Capture Type: primary output
- Vias in the first global route: 365
- HP Class: input port to primary output
- Cell Area, Synth: 381.6 sq um
- Finished Core Util: 0.2125
- Hold buffers post-CTS: 0
- DRT Wirelength: 1027 um
- Total negative slack: -2.044 ns
- Status: finished, violations left
- Max VDD drop: 61.99 uV
- Dpl cells: 111
- Routed Antenna Nets: 0
- Worst path bufs/invs: 4
- Non-filler cells, final: 111
- Failing checks: negative setup slack
- Max-cap violations: 0
- Crit Path Category: input port to primary output
- Leak Pwr: 0.3229 nW
- Pwr Total: 0.0001165 W
- Synth area leader: fa_1
- Cell variety after synth: 7
- Final Hold Vio Count: 0
- Slew @ Worst Pin: 0.2205 ns
- Final worst slack: -0.7925 ns
- Post-Synthesis Cells: 42
- Req. time, crit path: 3.12 ns
- Synth cell count leaders: 14 x inv_1, 9 x buf_4, 8 x fa_1
- Layout area overhead: 90.16%
- Starting Density: 0.1117
- Wire length per cell: 9.252 um
- Via count: 294
- Chip area: 6400 sq um
- I/O pin cnt: 29
- Row count: 21
- Crit path DAT: 3.91 ns
- Crit path max-delay family: adder cells
- Unrepaired setup endpoints after global routing: yes
- CP most frequent cell: fa_2
- # diodes: 0
- Slowest cell on the critical path: fa_1
- Cells along the critical path: buf_8 -> xor2_4 -> fa_2 -> inv_2 -> fa_2 -> fa_2 -> fa_2 -> fa_2 -> fa_2 -> fa_2 -> inv_2 -> fa_1 -> buf_2
- Yosys chip area: 381.6 sq um
- Length of the first detailed-routing pass in iterations: 2
- Input/output buffers: 29
- Finished Cell Area: 725.7 sq um
- YS warnings: 0
- Largest net degree at the start of global routing: 6
- Initial antenna violation count: 0
- Clock buf count: 0
- Layout cells sized above 1: 0.4308
- Worst rel slew slack: 0.8519
- Fillers: 376
- CP peak stage delay: 0.39 ns
- Min Clock Period, post-route: 4.693 ns
- Fmax: 213.1 MHz
- First-pass GRT wire length: 1773 um
- Max-slew violations: 0
==> power breakdown <==
group	switching [W]	internal (W)	total [W]	leakage, nW
Combinational	0.0000403	0.0000762	0.000117	0.323
Sequential	0	0	0	0
Clock	0	0	0	0
Total	0.0000403	0.0000762	0.000117	0.323
==> final cells by class <==
type               instances  area [sq um]  area share
inverters                 14         52.55     0.07241
repair buffers            33         306.5      0.4224
multi-input cells         18         309.0      0.4259
well taps                 46         57.56     0.07931
==> through the flow <==
step           setup slack [ns]  hold WS, ns
3_3_place_gp             -1.596        2.610
4_1_cts                  -1.176        2.196
2_1_floorplan           -0.7527        1.674
6_report                -0.7925        2.180
5_1_grt                 -0.8927        2.227
3_5_place_dp             -1.648        2.616
==> kinds of logic (layout without fill, tap and decap cells) <==
group | Yosys count | in the layout | share of synthesized area
xor gates and xnor gates | 9 | 9 | 0.2066
adders and majority gates | 8 | 8 | 0.4197
buffers and inverters | 24 | 47 | 0.3442
muxes | 1 | 1 | 0.02951
==> path summary, 6_finish.rpt <==
path,cells after the start,startpoint,slack [ns],end
min,4,y[0],2.18,sum[0]
max,13,y[1],-0.79,sum[8]
==> tightest hold or removal path, cell delays in order <==
cell	delay, ns
buf_6	0.07
buf_4	0.09
xor2_1	0.05
clkdlybuf4s50_1	0.41
==> layout by cell type (no fill, tap or decap), drive strengths merged <==
master	count
dlygate4sd2	3
dlymetal6s2s	1
fa	8
clkdlybuf4s50	16
buf	12
xor2	3
mux2	1
inv	14
clkbuf	1
xnor2	6
==> metal layers <==
| metal | vias to the layer above | track usage | part of all wire |
|---|---|---|---|
| met2 | 23 | 0.04815 | 0.40 |
| met5 | - | 0 | 0 |
| met3 | 0 | 0.01705 | 0.15 |
| li1 | 150 | - | - |
| met4 | 0 | 0 | 0 |
| met1 | 121 | 0.04648 | 0.45 |
==> repair_timing <==
| item | in CTS | in global routing |
|---|---|---|
| pin swaps | 9 | 9 |
| endpoints found under the hold margin | 0 | 0 |
| endpoints found under the setup margin | 7 | 5 |
| setup buffers | 1 | 0 |
| gates resized | 41 | 10 |
| gates cloned | 0 | 0 |
Power and IR drop assume default switching activity.
