==> flow/config.mk <==
export PLATFORM = sky130hd
export DESIGN_NAME = counter
export DESIGN_NICKNAME = counter
export VERILOG_FILES = /design/flow/design.v
export SDC_FILE = /design/flow/constraint.sdc
export NUM_CORES = 4
export LEC_CHECK = 1
export CORE_AREA = 10 10 70 70
export DIE_AREA = 0 0 80 80
==> flow/constraint.sdc <==
current_design counter

set clk_period 1.3
set clk_io_pct 0.2

create_clock -name clk0 -period $clk_period [get_ports {clk}]

set non_clock_inputs [all_inputs -no_clocks]
set_input_delay [expr $clk_period * $clk_io_pct] -clock clk0 $non_clock_inputs
set_output_delay [expr $clk_period * $clk_io_pct] -clock clk0 [all_outputs]
==> flow/design.v <==
module counter #(
    parameter WIDTH = 3
) (
    input  wire             clk,
    input  wire             reset,
    input  wire             count_up,
    input  wire             count_down,
    output reg  [WIDTH-1:0] cnt
);
    always @(posedge clk or posedge reset) begin
        if (reset) cnt <= {WIDTH{1'b0}};
        else if (count_up) cnt <= cnt + 1'b1;
        else if (count_down) cnt <= cnt - 1'b1;
    end
endmodule
==> flow/run.sh <==
#!/bin/bash
# OpenROAD 26Q1-2900-gdf79404cd8, Yosys 0.63+post, stock flow scripts
make -C /OpenROAD-flow-scripts/flow DESIGN_CONFIG=/design/flow/config.mk WORK_HOME=/design/flow/orfs finish
==> Slide: Implementation Results <==
Run Summary

Clock tree
  • Num CTS Buffers: 3
  • Clock Path Buffers: 2
  • Clk pin slew, worst setup/hold paths: 0.04 ns
  • H-tree Lvls: 1
  • Total clock sinks: 3
  • Worst skew pair latency: 0.23 ns
  • Clock root cell: clkbuf_4
  • CTS tree: done

Placement
  • Placed cell count: 69
  • GP Congestion: 0.676
  • Detailed-placement wirelength estimate: 393 µm
  • Post-place setup slack: -0.643 ns
  • Port buffer count: 6

Routing
  • TritonRoute pass-1 iters: 2
  • Post-DR wirelength/cell: 6.32 µm
  • ANT cells: 0
  • Residual DRC count: 0
  • Initial DRC count: 4
  • Vias per inst: 2.01
  • Routed vias: 149
  • Final WL: 468 µm
  • ANT nets after route: 0

Logic synthesis
  • Synth cell count leaders: dfrtp_1 (3), inv_1 (2)
  • Most area-hungry cell type in the Yosys netlist: dfrtp_1
  • Synthesized flop and latch total: 3
  • Yosys stat cell total: 14
  • Commonest flop: dfrtp_1
  • Synthesized area: 173 µm²
  • FFs w/ async S/R, synth: 100%
  • Chip Area, Yosys: 173 µm²
  • Mean Syn Cell Area: 12.3 µm²
  • Mapped Cells: 14
  • EDFF count, synth: 0
  • Sequential share of the synthesized area: 43.5%
  • YS warnings: 1
  • Top-count cell post-synth: dfrtp_1
  • Netlist cell types: 11
  • Synth top area share: 43.5%
  • Post-synth area hogs: dfrtp_1 (43%), fa_1 (12%), a211oi_2 (7.2%), and4bb_2 (7.2%), mux2_2 (6.5%)

Worst setup path
  • Cell count of the worst reg-to-reg path: 3
  • RR Endpoint: cnt[2]
  • Critical path fanouts, max: 2
  • Critical Path AT: 1.56 ns
  • Crit Path Class: reg -> reg
  • WP buf/inv: 0
  • CP peak stage delay: 0.39 ns
  • Crit path max-delay cell type: dfrtp_1
  • Critical path's top delay family: flip-flops
  • Worst-path cell chain: fa_2 > or3b_1 > a211oi_2
  • Startpoint Class: flip-flop
  • Worst EP required: 1.45 ns
  • Setup crit end kind: flip-flop
  • Flop-to-flop setup slack: -0.10 ns
  • RR Startpoint: cnt[0]

GRT
  • Largest net degree at the start of global routing: 7
  • Vias in the first global route: 174
  • Initial antenna violation count: 0
  • First-pass GRT wire length: 834 µm
  • GR Util All Layers: 1.69%
  • Grt ovf: 0

Finish
  • Top Registers: cnt: 3 flops
  • Filler cells: 409
  • Layout cell share with drive strength beyond 1: 46.4%
  • Largest reg by FF count: cnt
  • Max reg flops: 3
  • Area growth, synth to finish: 99.3%
  • Finished Layout Cells: 74

Power
  • Power Total: 0.652 mW
  • Power per cell area: 1900 nW/µm²
  • Leakage: 0.138 nW
  • Worst IR Drop VDD: 0.671 mV

Timing
  • Hold Vio Cnt, Final: 0
  • Crit path time final: 1.40 ns
  • Max Clk Rate: 0.712 GHz
  • Worst slew pin tran: 0.173 ns
  • PnR worst setup slack: -0.105 ns
  • Cycle use final: 108%
  • Final setup fails: 1
  • Slew HR: 88.4%
  • Unrepaired setup endpoints after global routing: true
  • Worst Clk Skew: 0.00332 ns
  • Final slew viol count: 0

Floorplan
  • Die W: 80 µm
  • Pre-Place Util: 5.05%
  • DIE AREA: 6400 µm²
  • I/O pin total: 7
  • Row cnt: 21
  • Core region area: 3420 µm²
  • Die height: 80 µm

Job
  • MaxCap Viol Count: 0
  • Tool Warnings: 28

Run status
  • Outcome: finished with violations
  • Failing checks: negative setup slack

Min path
  • Hold Crit Class: in -> async
-- cell usage in the layout (no fill, tap or decap), drive strengths merged, types with 2 or more instances in the layout --
cell / n
buf: 4
clkbuf: 5
clkdlybuf4s50: 2
dfrtp: 3
dlygate4sd2: 3
inv: 2
-- through the flow --
step | util, % | hold slack [ns] | setup TNS (ns) | area [µm²]
final | 10.1 | 0.206 | -0.105 | 344
after global routing | 10.1 | 0.217 | -0.199 | 344
after CTS | 10.0 | 0.200 | -0.106 | 342
after detailed placement | 9.23 | 0.447 | -1.08 | 315
after global placement | 9.23 | 0.445 | -1.00 | 315
after floorplan | - | 0.0136 | -0.0506 | 175
-- layer usage --
| layer | vias up | GRT usage, % | routed length, µm |
|---|---|---|---|
| li1 | 76 | - | - |
| met1 | 64 | 2.67 | 292 |
| met4 | 0 | 0.352 | 0 |
| met3 | 0 | 1.36 | 49 |
| met5 | - | 0 | 0 |
| met2 | 9 | 1.52 | 125 |
-- worst max-delay path by stage --
| stage | start | end | cells past startpoint |
|---|---|---|---|
| after CTS | cnt[0] | cnt[2] | 3 |
| after global routing | cnt[0] | cnt[2] | 3 |
| final | cnt[0] | cnt[2] | 3 |
-- power breakdown --
group	total [mW]	switching, mW	internal [mW]
clock network	0.163	0.0484	0.115
registers	0.187	0.0428	0.144
logic	0.302	0.0925	0.209
total	0.652	0.184	0.468
-- kinds of logic after synthesis --
group / share of synthesized area, %
adder cells (fa/ha/maj): 11.6
buffers and inverters: 4.35
AND/OR/NAND/NOR: 18.8
AND-OR/OR-AND: 10.1
XOR/XNOR: 5.07
flip-flops: 43.5
multiplexers: 6.52
-- cell type report --
type	count	area [µm²]	area share [%]
clock buffers	4	26.3	7.64
flip-flops and latches	3	75.1	21.8
repair buffers	10	85.1	24.7
inverters	2	7.51	2.18
multi-input cells	9	92.6	26.9
well taps	46	57.6	16.7
-- what timing repair did --
action / CTS / global route
pin swaps: 1 / 1
hold buffers: 0 / 0
endpoints found under the setup margin: 5 / 2
hold endpoints to repair: 0 / 0
buffers inserted: 0 / 1
resized: 6 / 1
Power is estimated from default activity; no workload was simulated.
